==> /design/flow/config.mk <==
export PLATFORM = sky130hd
export DESIGN_NAME = simd_core
export DESIGN_NICKNAME = simd_core
export VERILOG_FILES = /design/flow/design.v
export SDC_FILE = /design/flow/constraint.sdc
export NUM_CORES = 4
export LEC_CHECK = 1
export CORE_UTILIZATION = 30
==> /design/flow/constraint.sdc <==
current_design simd_core

set clk_period 14.6
set clk_io_pct 0.2

create_clock -name clk0 -period $clk_period [get_ports {clk}]

set non_clock_inputs [all_inputs -no_clocks]
set_input_delay [expr $clk_period * $clk_io_pct] -clock clk0 $non_clock_inputs
set_output_delay [expr $clk_period * $clk_io_pct] -clock clk0 [all_outputs]
==> /design/flow/design.v <==
module simd_alu #(
    parameter LANES = 4
)(
    input  wire               clk,
    input  wire               reset,
    input  wire [1:0]         op,       
    input  wire [32*LANES-1:0] a,
    input  wire [32*LANES-1:0] b,
    output reg  [32*LANES-1:0] result
);
integer i;
always @(posedge clk) begin
    if (reset)
        result <= 0;
    else begin
        for (i = 0; i < LANES; i = i + 1) begin
            case (op)
                2'b00: result[i*32 +: 32] <= a[i*32 +: 32] + b[i*32 +: 32];
                2'b01: result[i*32 +: 32] <= a[i*32 +: 32] * b[i*32 +: 32];
                default: result[i*32 +: 32] <= 32'd0;
            endcase
        end
    end
end
endmodule
module vector_regfile #(
    parameter LANES = 4
)(
    input  wire               clk,
    input  wire               we,
    input  wire [2:0]         waddr,
    input  wire [32*LANES-1:0] wdata,
    input  wire [2:0]         raddr,
    output wire [32*LANES-1:0] rdata
);
reg [32*LANES-1:0] regs [0:7];
initial begin
    regs[1] = {32'd4, 32'd3, 32'd2, 32'd1};
    regs[2] = {32'd40, 32'd30, 32'd20, 32'd10};
end
always @(posedge clk)
    if (we)
        regs[waddr] <= wdata;
assign rdata = regs[raddr];
endmodule
module data_memory #(
    parameter LANES = 4
)(
    input  wire               clk,
    input  wire               we,
    input  wire [7:0]         addr,
    input  wire [32*LANES-1:0] wdata,
    output reg  [32*LANES-1:0] rdata
);
reg [32*LANES-1:0] mem [0:255];
initial begin
    mem[8] = {32'd1, 32'd2, 32'd3, 32'd4};
end
always @(posedge clk) begin
    if (we)
        mem[addr] <= wdata;
    rdata <= mem[addr];
end
endmodule
module simd_gpu_core(
    input wire clk,
    input wire reset
);
reg [3:0] pc;
reg [15:0] imem [0:7];
initial begin
    imem[0] = {2'b10, 3'd3, 3'd0, 8'd8};
    imem[1] = {2'b00, 3'd4, 3'd3, 8'd0};
    imem[2] = {2'b11, 3'd4, 3'd0, 8'd9};
    imem[3] = 16'h0000;  
end
wire [15:0] instr = imem[pc];
wire [1:0] opcode = instr[15:14];
wire [2:0] rd     = instr[13:11];
wire [2:0] rs     = instr[10:8];
wire [7:0] imm    = instr[7:0];
wire [127:0] reg_out;
wire [127:0] alu_out;
wire [127:0] mem_out;
vector_regfile rf (
    .clk(clk),
    .we(!reset && opcode != 2'b11),
    .waddr(rd),
    .wdata(opcode == 2'b10 ? mem_out : alu_out),
    .raddr(rs),
    .rdata(reg_out)
);
data_memory dmem (
    .clk(clk),
    .we(opcode == 2'b11),
    .addr(imm),
    .wdata(reg_out),
    .rdata(mem_out)
);
simd_alu alu (
    .clk(clk),
    .reset(reset),
    .op(opcode),
    .a(reg_out),
    .b(reg_out),
    .result(alu_out)
);
always @(posedge clk)
    if (reset)
        pc <= 0;
    else
        pc <= pc + 1;
endmodule
module simd_core (
    input  wire         clk,
    input  wire         reset,
    input  wire [1:0]   opcode,
    input  wire [127:0] src_a,
    input  wire [127:0] src_b,
    output wire [127:0] result
);
simd_alu #(
    .LANES(4)
) alu (
    .clk(clk),
    .reset(reset),
    .op(opcode),
    .a(src_a),
    .b(src_b),
    .result(result)
);
endmodule
==> /design/flow/run.sh <==
#!/bin/bash
# OpenROAD 26Q1-2900-gdf79404cd8, Yosys 0.63+post, stock flow scripts
make -C /OpenROAD-flow-scripts/flow DESIGN_CONFIG=/design/flow/config.mk WORK_HOME=/design/flow/orfs finish
==> impl_metrics.csv <==
group,metric,value,unit
clock_network,cts.repair_timing.setup_buffer_count,0,
yosys,syn_avg_cell_area,8.94,um2
yosys,synth_flop_count,128,
clock_network,tritoncts,"yes",
worst_setup_path,timing.critical_path.arrival,10.76,ns
yosys,synth.lib_cells_used.distinct,87,
clock_network,post_cts_resize_count,0,
sta,clock.fmax,97.4,MHz
placed_design,place.detailed.hpwl,192000,um
drt,ant_nets,0,
drt,detail_route.drc_violations,0,
floorplan,die.size.x,492,um
worst_hold_path,holdPathStages,3,
clock_network,clock_tree.buffer_depth,2,
grt,global_route.usage.met2,0.341,
job,cap_viol_max_count,0,
sta,final_max_slew_viol_count,0,
layout,area_delta_synth_final,11.7,%
drt,via_per_inst,4.84,
worst_setup_path,required,15.10,ns
layout,top_regs,"alu.result: 128 flops",
grt,busiest_layer_in_global_routing,"met2",
drt,detail_route.wirelength,251000,um
layout,regMostFlops,"alu.result",
worst_hold_path,worst_hold_path_type,"input pin to register",
drt,drt-initial-drc-count,2425,
grt,grt_max_degree,52,
layout,largest_register_ffs,128,
sta,final.min_clock_period,10.26,ns
yosys,dominantRegCellSynth,"sky130_fd_sc_hd__dfxtp_1",
sta,setup_viol,0,
floorplan,std_cell_rows,179,
yosys,netlist_instances,8060,
placed_design,place.gp.congestion,0.986,
yosys,post_synth_area_hogs,"sky130_fd_sc_hd__fa_1, sky130_fd_sc_hd__ha_1, sky130_fd_sc_hd__and2_1, sky130_fd_sc_hd__inv_1, sky130_fd_sc_hd__nand2_1",
drt,detail_route.first_pass.iterations,27,
drt,route.detailed.wl_per_inst,21.9,um
placed_design,placement.setup.worst_slack,3.72,ns
layout,num-fill-cells,24000,
floorplan,design.portCount,388,
yosys,yosysChipArea,72000,um2
job,log.warning_count,25,
floorplan,core_area,238000,um2
layout,post_route_cells_drive_above_1_share,0.0296,
placed_design,port_buffers,387,
drt,detailroute.via_count,55500,
grt,groute.layer.met3.usage,0.102,
clock_network,htreeDepth,4,
clock_network,tritoncts.num_buffers,17,
floorplan,chip_area,242000,um2
clock_network,cell_chosen_for_the_clock_root,"sky130_fd_sc_hd__clkbuf_16",
worst_setup_path,critical_path.startpoint_type,"input pin",
floorplan,initial_utilization,0.302,
yosys,synth.yosys.num_cells,8060,
yosys,synth.yosys.warnings,1,
sta,rsz0062_at_grt,"false",
yosys,synth-seq-area-share,0.0356,
sta,hold_violations,0,
outcome,run_status,"complete, no violations",
sta,worst_pin_slew,0.911,ns
layout,multiInputGateArea,62300,um2
grt,grt_use_met1,0.281,
sta,setup_total_negative_slack,0,ns
yosys,post_synthesis_instance_area,72000,um2
grt,via_count_of_the_first_global_routing_pass,60800,
grt,grt_remaining_overflow,0,
grt,grt_pass1_wl,383000,um
sta,final_critical_path_setup_slack,4.34,ns
yosys,synth_top_area_share,0.455,
layout,layout_top_cell_excl_fill_tap,"sky130_fd_sc_hd__fa_1",
worst_setup_path,worst-path-max-fanout,12,
grt,grt.total_usage,0.223,
yosys,ys_async_sr_fraction,0,
sta,final.period_utilization,0.703,
sta,relSlewSlack,0.391,
layout,sequential_cell_area,2560,um2
yosys,edf_count,0,
floorplan,die_ht,492,um
grt,grt_antenna_before_repair,15,
worst_setup_path,timing.setup.critical_path_class,"input pin to register",
layout,most_used_cells_in_the_layout_excluding_fill_and_tap_cells,"sky130_fd_sc_hd__fa_1, sky130_fd_sc_hd__inv_1, sky130_fd_sc_hd__and2_1",
clock_network,clock-sinks,128,
clock_network,clk_pin_slew_worst_paths,0.09,ns
clock_network,cts_hold_buf,0,
worst_setup_path,worst_setup_end_kind,"register",
yosys,post-synth-top-area-cell,"sky130_fd_sc_hd__fa_1",
## cell type report
cell class	instances	area share
clock inverters	15	0.00229
inverters	1548	0.0722
clock buffers	17	0.00529
well taps	3167	0.0492
multi-input cells	6023	0.774
diodes	8	0.000249
flip-flops and latches	128	0.0318
repair buffers	566	0.0648
## per-layer routing
metal,part of all wire,vias up,routed length [um]
li1,-,24600,-
met1,0.38,27800,95700
met2,0.46,2632,115000
met3,0.11,414,28700
met4,0.045,16,11300
met5,0.00057,-,144
## stage by stage
| step | cells | instance area, um2 | utilization | hold slack (ns) |
|---|---|---|---|---|
| floorplan | 8060 | 72000 | - | 3.17 |
| global placement | 11400 | 79900 | 0.335 | 3.39 |
| detailed placement | 11400 | 79900 | 0.335 | 3.39 |
| CTS | 11500 | 80500 | 0.338 | 2.77 |
| global route | 11500 | 80500 | 0.338 | 2.82 |
| finish | 11500 | 80500 | 0.338 | 2.81 |
## worst max-delay path, stage by stage
cell and delay [ns]:
sky130_fd_sc_hd__clkdlybuf4s50_1 0.88, sky130_fd_sc_hd__and2_1 0.38, sky130_fd_sc_hd__fa_1 0.53, sky130_fd_sc_hd__inv_1 0.05, sky130_fd_sc_hd__fa_1 0.49, sky130_fd_sc_hd__fa_1 0.44
sky130_fd_sc_hd__fa_1 0.57, sky130_fd_sc_hd__inv_1 0.06, sky130_fd_sc_hd__fa_1 0.49, sky130_fd_sc_hd__fa_1 0.60, sky130_fd_sc_hd__fa_1 0.46, sky130_fd_sc_hd__fa_1 0.46
sky130_fd_sc_hd__ha_1 0.35, sky130_fd_sc_hd__nand3_1 0.11, sky130_fd_sc_hd__o2111ai_1 0.11, sky130_fd_sc_hd__a221o_1 0.44, sky130_fd_sc_hd__or3_1 0.36, sky130_fd_sc_hd__o21ai_1 0.21
sky130_fd_sc_hd__nor3_1 0.13, sky130_fd_sc_hd__o31ai_1 0.32, sky130_fd_sc_hd__xnor2_1 0.16, sky130_fd_sc_hd__nand2_1 0.07, sky130_fd_sc_hd__a21oi_1 0.13
## worst paths after layout
kind,from,end,slack (ns)
worst max-delay path,src_a[21],alu.result[31],4.34
worst min-delay path,opcode[0],alu.result[127],2.81
## cell usage after synthesis, drive strengths merged (5+ instances only)
| master | number |
|---|---|
| clkbuf | 346 |
| o221ai | 5 |
| o21bai | 21 |
| a31oi | 34 |
| nand4 | 7 |
| a211o | 9 |
| or2 | 8 |
| o211ai | 13 |
| ha | 616 |
| o21ai | 129 |
| nor3 | 33 |
| xor2 | 138 |
| nor4 | 10 |
| a211oi | 50 |
| or3 | 19 |
| dfxtp | 128 |
| a21boi | 9 |
| xnor2 | 298 |
| o22ai | 27 |
| nand2 | 992 |
| a21o | 88 |
| fa | 1636 |
| inv | 1548 |
| o21a | 37 |
| mux2i | 16 |
| and2 | 1215 |
| nor2b | 13 |
| a31o | 6 |
| buf | 15 |
| a21oi | 208 |
| o31a | 6 |
| o31ai | 16 |
| o41ai | 5 |
| and3 | 13 |
| nand2b | 32 |
| nor2 | 207 |
| nand3 | 49 |
## kinds of logic after synthesis
family / count (synthesis) / share of synthesized area
and+or+nand+nor: 2610 / 0.184
adders and majority gates: 2252 / 0.562
buffers and inverters: 1909 / 0.100
AOI/OAI and AO/OA: 707 / 0.0635
xor gates and xnor gates: 436 / 0.0530
DFF: 128 / 0.0356
muxes: 18 / 0.00254

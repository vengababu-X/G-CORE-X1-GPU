**config.mk**
```make
export PLATFORM = sky130hd
export DESIGN_NAME = processing_element
export DESIGN_NICKNAME = processing_element
export VERILOG_FILES = /design/flow/design.v
export SDC_FILE = /design/flow/constraint.sdc
export NUM_CORES = 4
export LEC_CHECK = 1
export CORE_UTILIZATION = 30
```
**design.v**
```verilog
module processing_element (
    input clk, reset,
    input [15:0] in_a, in_b,
    output reg [15:0] out_a, out_b,
    output reg [31:0] acc
);
    always @(posedge clk or posedge reset) begin
        if (reset) begin
            acc <= 32'b0; out_a <= 16'b0; out_b <= 16'b0;
        end else begin
            acc <= acc + (in_a * in_b);
            out_a <= in_a; out_b <= in_b;
        end
    end
endmodule
```
**constraint.sdc**
```tcl
current_design processing_element

set clk_period 12.1
set clk_io_pct 0.2

create_clock -name clk0 -period $clk_period [get_ports {clk}]

set non_clock_inputs [all_inputs -no_clocks]
set_input_delay [expr $clk_period * $clk_io_pct] -clock clk0 $non_clock_inputs
set_output_delay [expr $clk_period * $clk_io_pct] -clock clk0 [all_outputs]
```
**run.sh**
```bash
#!/bin/bash
# OpenROAD 26Q1-2900-gdf79404cd8, Yosys 0.63+post, stock flow scripts
make -C /OpenROAD-flow-scripts/flow DESIGN_CONFIG=/design/flow/config.mk WORK_HOME=/design/flow/orfs finish
```
==> CHANGELOG.md <==
## Implementation

- Post-Layout Cell Count: 1753
- Hold Crit Class: reg2reg
- Vias: between 7k and 8k
- Placed Area: around 13000 um2
- Gp weighted congestion: 0.8853
- Post-DP HPWL: 21.80 mm
- Most instantiated logic cells after routing: inv_1, fa_1, nand2_1
- Outcome: completed
- Drt total wl: 26.60 mm
- Port bufs: 97
- Iteration-0 DRC Markers: 198
- Worst Setup Path Type: in2reg
- Mapped Area: 11240 um2
- FP Util: roughly 31%
- Vias/cell: 4.422
- Placed cell count: 1737
- Initial antenna violation count: 0
- Max Slew Vio Count: 0
- Register bit count reported by yosys: 64
- DRT Pass-1 Iters: 4
- Resize count post-CTS: 0
- Post-synth EDFFs: 0
- CTS tree: yes
- Unique masters post-synth: 50
- CP Max Fanout: 17
- Fmax: around 120 MHz
- Worst slew pin tran: about 0.89 ns
- H-tree depth: 3
- Log Warnings: 25
- Final Hold Viols: 0
- Yosys chip area: ~11000 um2
- Setup bufs post-CTS: 0
- Core Rows: approximately 70
- Setup repair after global routing missed its margin: false
- Slew headroom: between 40% and 50%
- IO Pins: roughly 98
- Warnings, synthesis: 1
- Worst skew pair latency: 0.35 ns
- GRT Residual Overflow: 0
- Hold_buf cts: 0
- Setup TNS: 0 ns
- Syn avg cell area: 9.294 um2
- Core ar.: 36700 um2
- DRT antenna net count: 0
- CTS Sinks: 64
- Yosys stat cell total: 1209
- Largest net degree at the start of global routing: 44
- Post-synth top flop: dfrtp_1
- Post-synth ARST share: 100.0%
- Max Buffers Root-to-Sink: 2
- Vias in the first global route: 8720
- WL/cell: 15.17 um
- CTS clk-pin slew, worst paths: 0.06 ns
- Most used logic cell in the final layout: inv_1
- Main area contributors: fa_1, dfrtp_1, ha_1, inv_1, and2_1
- Design Area, Final: 13010 um2
- Die area: 38230 um2
- Worst EP arrival: approximately 8.6 ns
- CP startpoint kind: primary input
- Die H: 195.5 um
- Area leader share: 40.08%
- Synth area leader: fa_1
- Final period utilization: 69.57%
- Num CTS Buffers: 9
- Final setup fails: 0
- Residual DRC: 0
- Max-cap violation count: 0
- Fin crit period: 8.417 ns
- Die width: 195.5 um
- CTS root buffer: clkbuf_16
- Area grow syn2layout: 15.78%
- Share of post-route cells with drive strength above 1: 2.879%
- Critical Path RT: 12.30 ns
- WHS: 0.5103 ns
- Final setup skew: 0.006982 ns
- Critical path endpoint category: flop
- N_diodes: 0
- GRT Util Overall: 15.99%
- First-pass GRT wire length: 46.37 mm
- Gate Count Post-Synth: 1209
- Seq/Total Area, Yosys: about 14%
## synth_stat cells (all sizes together) (3+ instances only)
master	count
a21o	6
nand4	5
clkbuf	37
nand3	5
xnor2	14
and4	4
a311oi	3
a211oi	4
a2111oi	4
fa	225
dfrtp	64
xor2	13
buf	5
o21ai	22
inv	326
a21oi	34
and2	117
o211ai	5
nand2	173
nor2	14
ha	99
nand2b	3
nor3	5
## logic make-up after synthesis
group	Yosys count	synth area share [%]
AND-OR/OR-AND	93	5.578
XOR/XNOR	27	2.104
adder cells (fa/ha/maj)	324	51.11
buffers and inverters	368	12.46
flip-flops	64	14.25
multiplexers	1	0.08908
AND/OR/NAND/NOR	332	14.41
## through the flow
step                utilization, %  setup slack (ns)
floorplan                        -             4.597
global placement             34.48             3.248
detailed placement           34.48             3.296
CTS                          35.45             3.634
global route                 35.45             3.410
finish                       35.45             3.683
## path summary, 6_finish.rpt
check / startpoint / end / cells past startpoint / slack, ns
worst max-delay path: in_a[9] / acc[21]$_DFF_PP0_ / 17 / 3.68
worst min-delay path: acc[0]$_DFF_PP0_ / acc[0]$_DFF_PP0_ / 1 / 0.51
worst max register to register: acc[9]$_DFF_PP0_ / acc[28]$_DFF_PP0_ / 15 / 7.58
worst min register to register: acc[0]$_DFF_PP0_ / acc[0]$_DFF_PP0_ / 1 / 0.51
max in group asynchronous: reset / out_a[13]$_DFF_PP0_ / 3 / 8.70
min in group asynchronous: reset / out_a[0]$_DFF_PP0_ / 2 / 2.42
## metal layers
metal  track usage (%)  routed length, um
met3             6.504               2324
met4             1.925                306
met1             23.55              12240
met2             23.48              11730
met5                 0                  0
## worst max-delay path: stages
cell and delay [ns]:
clkdlybuf4s50_1 1.05, nand2_1 0.16, fa_1 0.53, fa_1 0.56, inv_1 0.06, fa_1 0.50
inv_1 0.06, fa_1 0.56, fa_1 0.44, fa_1 0.50, inv_1 0.04, ha_1 0.34
a21oi_1 0.23, o21ai_0 0.13, a221o_2 0.48, a2111oi_0 0.42, a311oi_1 0.12
## registers in the layout (all words and copies together), names as in the netlist
register,flops
acc,32
out_a,16
out_b,16
## layout make-up
class / count / area (um2)
inverters: 326 / 1224
well taps: 468 / 585.6
clock inverters: 5 / 102.6
repair buffers: 102 / 1008
multi-input cells: 777 / 8235
clock buffers: 11 / 252.7
fillers: 3633 / 23690
flip-flops and latches: 64 / 1602
